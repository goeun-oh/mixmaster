==> flow/design.v <==
`timescale 1ns / 1ps
module clk_divider(
    input clk,
    input reset,
    output o_clk
    );
    parameter FCOUNT = 100_000 ;
    reg r_clk;
    reg [$clog2(FCOUNT)-1:0] r_counter;
    always @(posedge clk or posedge reset) begin
        if (reset) begin
            r_counter <= 0;
            r_clk <=1'b0;
        end else begin
            if (r_counter == FCOUNT -1) begin
                r_counter <=0;
                r_clk <= 1'b1;
            end else begin
                r_clk <= 1'b0;
                r_counter <= r_counter+1;
            end
        end 
    end
    assign o_clk = r_clk;
endmodule
`timescale 1ns / 1ps
module counter_8(
    input clk,
    input reset,
    output [2:0] o_sel
    );
    reg [2:0] r_counter;
    always @(posedge clk, posedge reset) begin
        if(reset) begin
            r_counter <=3'b000;
        end else begin
            r_counter <= r_counter +1;
        end
    end
    assign o_sel=r_counter;
endmodule
`timescale 1ns / 1ps
module detect_dot(
    input [6:0] msec,
    output [3:0] dot
);
    assign dot = (msec > 50-1)?4'ha: 4'hf;  
endmodule
`timescale 1ns / 1ps
module mux_8X1(
    input [2:0] sel,
    input [3:0] x1,
    input [3:0] x0,
    input [3:0] x2,
    input [3:0] x3,
    input [3:0] x4,
    input [3:0] x5,
    input [3:0] x6,
    input [3:0] x7,
    output reg [3:0] y
    );
    always @(*) begin
        case(sel)
            3'b000: y=x0;
            3'b001: y=x1;
            3'b010: y=x2;
            3'b011: y=x3;
            3'b100: y=x4;
            3'b101: y=x5;
            3'b110: y=x6;
            3'b111: y=x7;
            default: y=3'bx;
        endcase
    end
endmodule
`timescale 1ns / 1ps
module DHTtoFND(
    input clk,
    input rst,
    input [7:0] temp_integral,
    input [7:0] temp_decimal,
    input [7:0] humi_integral,
    input [7:0] humi_decimal,
    input [7:0] parity,
    output [4:0] o_temp,
    output [4:0] o_humi
    );
    wire [3:0] temp0, temp10, temp_minority;
    wire [3:0] humi0, humi10, humi_minority;
    wire o_clk;
    digitSplitter_4 temp_inte(
        .i_digit(temp_integral),
        .o_digit_1(temp0),
        .o_digit_10(temp10),
        .o_digit_100(),
        .o_digit_1000()  
    );
    digitSplitter_4 temp_deci(
        .i_digit(temp_decimal),
        .o_digit_1(),
        .o_digit_10(),
        .o_digit_100(temp_minority),
        .o_digit_1000()  
    );
    digitSplitter_4 humi_inte(
        .i_digit(humi_integral),
        .o_digit_1(humi0),
        .o_digit_10(humi10),
        .o_digit_100(),
        .o_digit_1000()  
    );
    digitSplitter_4 humi_deci(
        .i_digit(humi_decimal),
        .o_digit_1(),
        .o_digit_10(),
        .o_digit_100(humi_minority),
        .o_digit_1000()  
    );
    detect_dot U_detect_dot(
        .msec(msec),
        .dot(dot)
    );
    clk_divider U_Clk_Divider(
        .clk(clk),
        .reset(rst),
        .o_clk(o_clk)
    );
    counter_8 U_Counter_8(
        .clk(o_clk),
        .reset(rst),
        .o_sel(sel)
    );
    mux_8X1 U_Mux_Temp(
        .sel(sel),
        .x0(temp_minority),
        .x1(temp0),
        .x2(temp10),
        .x3(5'h1_3),  
        .x4(5'h0_f),
        .x5(dot),
        .x6(5'h0_f),
        .x7(5'h0_f),
        .y(o_temp)
    );
    mux_8X1 U_Mux_Humi(
        .sel(sel),
        .x0(humi_minority),
        .x1(humi0),
        .x2(humi10),
        .x3(5'h1_6),  
        .x4(5'h0_f),
        .x5(dot),
        .x6(5'h0_f),
        .x7(5'h0_f),
        .y(o_humi)
    );
endmodule
`timescale 1ns / 1ps
module digitSplitter_4#(
    parameter DATAWIDTH = 8
)(
    input [DATAWIDTH-1:0] i_digit,
    output [3:0] o_digit_1,
    output [3:0] o_digit_10,
    output [3:0] o_digit_100,
    output [3:0] o_digit_1000  
    );
    assign o_digit_1=i_digit%10;
    assign o_digit_10=i_digit/10%10;
    assign o_digit_100=i_digit/100 %10;
    assign o_digit_1000=i_digit/1000 %10;
endmodule
==> flow/run.sh <==
#!/bin/bash
# OpenROAD 26Q1-2900-gdf79404cd8, Yosys 0.63+post, stock flow scripts
make -C /OpenROAD-flow-scripts/flow DESIGN_CONFIG=/design/flow/config.mk WORK_HOME=/design/flow/orfs finish
==> flow/config.mk <==
export PLATFORM = sky130hd
export DESIGN_NAME = DHTtoFND
export DESIGN_NICKNAME = DHTtoFND
export VERILOG_FILES = /design/flow/design.v
export SDC_FILE = /design/flow/constraint.sdc
export NUM_CORES = 4
export LEC_CHECK = 1
export CORE_UTILIZATION = 30
==> flow/constraint.sdc <==
current_design DHTtoFND

set clk_period 5.8
set clk_io_pct 0.2

create_clock -name clk0 -period $clk_period [get_ports {clk}]

set non_clock_inputs [all_inputs -no_clocks]
set_input_delay [expr $clk_period * $clk_io_pct] -clock clk0 $non_clock_inputs
set_output_delay [expr $clk_period * $clk_io_pct] -clock clk0 [all_outputs]
==> out/results.tsv <==
stage	metric	value	unit
outcome	result of the run	finished with violations	
outcome	violations in the final reports	setup timing	
detailed_routing	metal1 wirelength	3960	µm
sta	register pins left without a clock	1	
global_route	antenna violations before repair	0	
die	starting density of the core	31.0	%
min_path	type of the worst min-delay path	reg2reg	
setup_path	cells along the critical path	buf_8, nor2_4, nor2_2, ha_1, and2b_2, a21oi_4, o41ai_4, a311o_1, nor2_4, xnor2_2, ha_2, a31oi_4, or3_1, nand4_1, or3_4, and3_4, a2111o_1, mux2_4, buf_2	
synth	number of instances in the synthesized netlist	380	
cts	maximum level of the CTS H-tree	1	
pwr	maximum VDD drop	0.206	mV
placement	sum of net half-perimeters after detailed placement	6080	µm
synth	YS warnings	16	
synth	library cell occupying the most area in the post-synthesis netlist	dfrtp_1	
global_route	first-pass GRT wire length	14300	µm
synth	area of the mapped netlist	2860	µm²
cts	Latency at later pin	0.25	ns
setup_path	slowest CP cell	or3_4	
setup_path	combined buffer and inverter count along the critical path	2	
synth	share of the yosys chip area belonging to registers	16.6	%
cts	number of buffers added to fix hold violations after cts	0	
setup_path	CP endpoint kind	primary output	
sta	setup-violating endpoint count in the final report	4	
synth	synthesized area divided by synthesized cell count	7.53	µm²
sta	count of endpoints failing hold in the final timing report	0	
synth	top cell type's share of synthesized area	16.6	%
final_layout	final std cell area, no fill	4400	µm²
sta	final setup margin	-0.141	ns
cts	maximum buffer depth of the clock tree	2	
detailed_routing	antenna-violating nets left	0	
sta	normalized max-slew margin	40.0	%
setup_path	critical path start-end classification	in2out	
setup_path	crit-path most repeated cell	nor2_4	
global_route	gr usage total	17.4	%
global_route	via count of the first global-routing pass	3154	
die	chip footprint	9940	µm²
sta	Layout Skew	0.00263	ns
sta	count of endpoints without a timing constraint	1	
synth	top cells by area, synth	dfrtp_1 17%, nand2_1 4.7%, xnor2_1 4.0%, ha_1 3.9%, nor2_1 3.9%	
die	number of core rows	35	
cts	TritonCTS clock tree	done	
sta	maximum clock frequency	168	MHz
setup_path	biggest fanout along the worst timing path	4	
cts	clock edge transition at the registers on the reported setup and hold paths	0.06	ns
placement	routability-driven placement congestion ratio	0.879	
detailed_routing	highest signal layer in the routed design	met4	
final_layout	share of layout cells above drive strength 1	34.4	%
die	Core Region	9240	µm²
sta	fraction of the cycle the final worst path needs	102	%
die	die height	99.7	µm
placement	Area after DPL	3940	µm²
synth	number of standard cells reported by yosys	380	
detailed_routing	routed wire length	8270	µm
detailed_routing	via count normalized by instance count	5.33	
flow_run	number of maximum-capacitance violations	0	
sta	final period demand of the worst path	5.94	ns
die	horizontal die size	99.7	µm
detailed_routing	remaining design rule violation count	0	
detailed_routing	post-detailed-route wirelength per cell	13.0	µm
sta	RSZ-0062 raised after global routing	true	
detailed_routing	Routed met2 length	3860	µm
placement	number of port buffers	39	
sta	final tally of max-slew violations	0	
final_layout	final design utilization	47.6	%
cts	cts bufs inserted	3	
sta	final setup TNS	-0.250	ns
global_route	leftover overflow at the end of global routing	0	
cts	clock root cell	clkbuf_8	
flow_run	Log Warnings	41	
synth	Dominant flop cell	dfrtp_1	
detailed_routing	Met3 Routed Length	277	µm
synth	number of synthesized register bits	19	
global_route	maximum number of pins on one net before global-route repair	30	
setup_path	Largest stage delay, worst path	0.43	ns
detailed_routing	count of TritonRoute iterations in the first routing pass	4	
synth	proportion of synthesized flip-flops having asynchronous set or reset	100	%
detailed_routing	antenna fix cells	0	
sta	transition time at the pin with the least slew margin	0.893	ns
setup_path	data required time at the worst endpoint	4.64	ns
synth	chip area line of the yosys report	2860	µm²
final_layout	post-route insts no fill	638	
placement	number of placed instances, taps included	610	
die	number of top-level pins	52	
setup_path	family with the most delay on the worst path	simple AND/OR/NAND/NOR gates	
setup_path	Worst Path Arrival	4.78	ns
setup_path	CP startpoint kind	input pin	
detailed_routing	1st-iter DRT viols	137	
detailed_routing	total number of vias	3398	
synth	count of library flops with an enable pin	0	
pwr	power per unit of standard cell area	74.2	nW/µm²
final_layout	area growth from synthesis to layout	53.5	%
pwr	leakage	1.92	nW
synth	count of unique library cells instantiated by Yosys	82	
==> stage by stage <==
step	worst slack [ns]	hold WS (ns)	power, mW
6_report	-0.141	0.481	0.326
3_3_place_gp	-0.804	0.463	0.222
5_1_grt	-0.340	0.521	0.345
2_1_floorplan	-0.132	0.446	0.171
4_1_cts	-0.164	0.486	0.327
3_5_place_dp	-0.855	0.477	0.223
==> routing by layer <==
metal / vias up / track usage, %
met4: 0 / 3.17
li1: 1709 / -
met1: 1586 / 25.2
met2: 89 / 29.2
met3: 14 / 1.07
met5: - / 0
==> cells by family after synthesis <==
group / synth area share (%)
AOI/OAI and AO/OA: 34.4
xor gates and xnor gates: 6.73
muxes: 3.58
buffers and inverters: 6.51
DFF: 16.6
and+or+nand+nor: 27.0
other: 0.131
adders and majority gates: 5.03
==> report_power, final <==
group | switching (mW) | internal (mW)
combinational | 0.0464 | 0.0546
clock | 0.0393 | 0.0602
sequential | 0 | 0.126
==> flip-flops by register name (all words and copies together), names as in the netlist <==
| signal | count |
|---|---|
| U_Clk_Divider.r_clk | 1 |
| U_Counter_8.r_counter | 1 |
| U_Clk_Divider.r_counter | 17 |
==> cells in the final DEF, fill, tap and decap left out, types with 4 or more instances in the layout <==
| master | netlist | routed |
|---|---|---|
| o211ai_1 | 12 | 12 |
| buf_4 | 5 | 103 |
| a21oi_1 | 21 | 18 |
| nand3_1 | 15 | 13 |
| mux2i_1 | 8 | 8 |
| o21ai_1 | 2 | 4 |
| o21a_1 | 5 | 5 |
| dlygate4sd2_1 | 0 | 4 |
| o31ai_1 | 4 | 4 |
| xnor2_1 | 13 | 11 |
| and2_1 | 4 | 4 |
| nor2_1 | 30 | 25 |
| nand2_1 | 36 | 36 |
| nor4_1 | 6 | 5 |
| o31a_1 | 5 | 5 |
| a211oi_1 | 13 | 7 |
| clkbuf_8 | 0 | 4 |
| or3_1 | 6 | 5 |
| inv_1 | 17 | 16 |
| o211a_1 | 6 | 6 |
| a211oi_2 | 1 | 6 |
| nand4_1 | 6 | 6 |
| a211o_1 | 4 | 4 |
| o21ai_0 | 15 | 13 |
| xor2_1 | 9 | 8 |
| nor2b_1 | 6 | 6 |
| dfrtp_1 | 19 | 19 |
| nor3_1 | 9 | 8 |
| clkdlybuf4s50_1 | 0 | 29 |
| ha_1 | 9 | 7 |
==> layout make-up <==
type                       instances  area, µm²
clock buffer                       4       55.1
fill                             845       4840
inverter                          19       71.3
multi-input combinational        323       2460
sequential                        19        475
tap                              129        161
timing repair buffer             144       1170
==> synthesized netlist by cell type (3+ instances only) <==
master / n
and2_1: 4
ha_1: 9
nand2_1: 36
buf_4: 5
nor2_1: 30
and4_1: 3
or2_2: 3
inv_1: 17
o31ai_1: 4
o211ai_1: 12
a21oi_1: 21
or3_1: 6
a211oi_1: 13
nor2b_1: 6
xnor2_1: 13
a211o_1: 4
mux2i_1: 8
nor4_1: 6
o22ai_1: 4
o21ai_0: 15
o31a_1: 5
o211a_1: 6
nand4_1: 6
nand2b_1: 3
xor2_1: 9
clkbuf_1: 6
nor3_1: 9
o32ai_1: 3
buf_2: 8
o21a_1: 5
nand3_1: 15
dfrtp_1: 19
a31oi_1: 3
a2111oi_0: 3
and3b_1: 3
==> worst paths after layout <==
kind,slack [ns],cells after the start,end,startpoint
min reg2reg,0.48,1,U_Clk_Divider.r_counter[4],U_Clk_Divider.r_counter[4]
min,0.48,1,U_Clk_Divider.r_counter[4],U_Clk_Divider.r_counter[4]
max in group asynchronous,4.04,2,U_Clk_Divider.r_counter[13],rst
max,-0.14,19,o_temp[1],temp_integral[5]
max reg2reg,3.73,7,U_Clk_Divider.r_counter[15],U_Clk_Divider.r_counter[0]
min in group asynchronous,1.32,2,U_Clk_Divider.r_counter[5],rst
==> timing repair <==
action	4_1_cts	5_1_grt
resized	67	11
pin swaps	31	22
buffers inserted	19	4
endpoints found under the setup margin	6	5
gates cloned	1	0
Power figures rest on the tool's default switching activity, not on a simulated workload.
