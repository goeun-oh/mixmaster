--- design/flow/constraint.sdc ---
current_design top_DHT

set clk_period 4.9
set clk_io_pct 0.2

create_clock -name clk0 -period $clk_period [get_ports {clk}]

set non_clock_inputs [all_inputs -no_clocks]
set_input_delay [expr $clk_period * $clk_io_pct] -clock clk0 $non_clock_inputs
set_output_delay [expr $clk_period * $clk_io_pct] -clock clk0 [all_outputs]
--- design/flow/run.sh ---
#!/bin/bash
# OpenROAD 26Q1-2900-gdf79404cd8, Yosys 0.63+post, stock flow scripts
make -C /OpenROAD-flow-scripts/flow DESIGN_CONFIG=/design/flow/config.mk WORK_HOME=/design/flow/orfs finish
--- design/flow/config.mk ---
export PLATFORM = sky130hd
export DESIGN_NAME = top_DHT
export DESIGN_NICKNAME = top_DHT
export VERILOG_FILES = /design/flow/design.v
export SDC_FILE = /design/flow/constraint.sdc
export NUM_CORES = 4
export LEC_CHECK = 1
export CORE_UTILIZATION = 40
--- design/flow/design.v ---
`timescale 1ns / 1ps
module led_indicator(
    input [1:0] sw_mode,
    output reg [3:0] led
    );
    always @(*) begin
        case(sw_mode)
            2'b00: led=4'b0001; 
            2'b01: led=4'b0010;
            2'b10: led=4'b0100;
            2'b11: led=4'b1000;
            default: led=4'b0000;
        endcase
    end
endmodule
`timescale 1ns / 1ps
module top_DHT(
    input clk,
    input rst,
    input [2:0] sw,
    input i_btn,
    inout io_dht,
    output [7:0] temp_integral,
    output [7:0] temp_decimal,
    output [7:0] humi_integral,
    output [7:0] humi_decimal,
    output [7:0] parity,
    output o_tOut,
    output o_error
    );
    wire w_tick_1us;
    wire w_tick_1ms;
    wire [$clog2(40)-1:0] dht_index;
    wire done;
    wire [40-1:0] dht_out;
    reg [40-1:0] dht_out_reg, dht_out_next;
    wire [7:0] dht_data;
    assign humi_integral=dht_out_reg[39:32];
    assign humi_decimal = dht_out_reg[31:24];
    assign temp_integral=dht_out_reg[23:16];
    assign temp_decimal = dht_out_reg[15:8];
    assign parity = dht_out_reg[7:0];
    reg char_sel;
    wire [7:0] humi_sum;
    wire [7:0] temp_sum;
    wire [7:0] sum_all;
    always @(posedge clk or posedge rst) begin
        if(rst) begin
            dht_out_reg <=0;
        end else begin
            dht_out_reg <=dht_out_next;
        end
    end
    always @(*) begin
        dht_out_next= dht_out_reg;
        if(done) begin
            dht_out_next=dht_out;
        end
    end
    assign o_error = (parity == sum_all) ? 1'b0:1'b1;
    wire [2:0] led_mode;
    led_indicator U_LED(
        .sw_mode(led_mode),
        .led(led)
    );
    tick_gen #(
        .TICK(1_000_000)
    )tick_1us(
        .clk(clk),
        .rst(rst),
        .o_tick(w_tick_1us)   
    );
    tick_gen #(
        .TICK(1_000)
    )tick_1ms(
        .clk(clk),
        .rst(rst),
        .o_tick(w_tick_1ms)   
    );
    cu_DHT U_CU(
        .clk(clk),
        .rst(rst),
        .i_start(i_btn),
        .tick_1ms(w_tick_1ms),
        .tick_1us(w_tick_1us),
        .io_dht(io_dht),
        .dht_out(dht_out),
        .done(done),
        .o_tOut(o_tOut)
    );
    assign sum_all = humi_integral+humi_decimal+temp_decimal+temp_integral;
endmodule
`timescale 1ns / 1ps
module cu_DHT #(
    parameter DHT_OUT=40
)(
    input clk,
    input rst,
    input i_start,
    input tick_1ms,
    input tick_1us,
    inout io_dht,
    output reg [2:0] led_mode,
    output [DHT_OUT-1:0] dht_out,
    output done,
    output o_tOut
);
    parameter MCU_LOW_CNT=18, SYNC_CNT=8, DATA_LOW=40, 
                MCU_HIGH_CNT=30, TIME_OUT=150, RECEIVED_TIME=40, TIME_OUT_ms=30;
    parameter MAX_BIT=100;
    parameter CNT_10s=10_000;
    parameter IDLE=0, MCU_LOW=1, MCU_HIGH=2, WAIT=3,SYNC_LOW=4, SYNC_HIGH=5, DATA_SYNC=6, DATA_L=7, DATA_H=8, DONE=9, STOP=10;
    reg [3:0] state, next;
    reg [1:0] time_state, time_next;
    parameter WAIT_10s=1, DONE_10s=2;
    reg [DHT_OUT -1:0] dht_reg, dht_next;
    reg o_tOut_reg, o_tOut_next;
    reg done_reg, done_next;
    assign dht_out=dht_reg;
    assign done=done_reg;
    assign o_tOut=o_tOut_reg;
    reg [$clog2(MAX_BIT)-1:0] counter_reg, counter_next;
    reg [$clog2(RECEIVED_TIME)-1:0] recivedTimes_reg, recivedTimes_next;
    reg [$clog2(TIME_OUT)-1:0] timeOut_reg, timeOut_next;
    reg [$clog2(CNT_10s)-1:0] time_10s_reg, time_10s_next;
    reg io_oe_reg, io_oe_next; 
    reg r_mcu, n_mcu;
    assign io_dht=io_oe_reg? r_mcu:1'bz;
    reg start_DHT, start_DHT_next;
    reg go_IDLE_reg, go_IDLE_next;
    always @(posedge clk or posedge rst) begin
        if (rst) begin
            o_tOut_reg <=0;
            done_reg <=0;
            time_state <=0;
            start_DHT<=0;
            time_10s_reg <=0;
            go_IDLE_reg <=0;
        end else begin
            o_tOut_reg <= o_tOut_next;
            done_reg <= done_next;
            time_state <= time_next;
            start_DHT <=start_DHT_next;
            time_10s_reg <= time_10s_next;
            go_IDLE_reg <= go_IDLE_next;
        end
    end
    always @(posedge clk or posedge rst) begin
        if(rst) begin
            state <=0;
            r_mcu <=1'b1;  
            io_oe_reg <= 1'b0;
            counter_reg <=0;
            dht_reg <= 0;
            recivedTimes_reg <=0;
            timeOut_reg <=0;
        end else begin
            state <= next;
            r_mcu <= n_mcu;
            io_oe_reg <= io_oe_next;
            counter_reg <=counter_next;
            dht_reg <= dht_next;
            recivedTimes_reg <= recivedTimes_next;
            timeOut_reg <= timeOut_next;
        end
    end
    always @(*) begin
        next = state;
        n_mcu=r_mcu;
        counter_next = counter_reg;
        io_oe_next = io_oe_reg;
        dht_next=dht_reg;
        recivedTimes_next =recivedTimes_reg;
        done_next=1'b0;
        timeOut_next = timeOut_reg;
        o_tOut_next=o_tOut_reg;
        start_DHT_next=start_DHT;
        case (state)
            IDLE: begin
                led_mode=3'b000;
                n_mcu=1'b1;
                done_next=1'b0;
                timeOut_next=0;
                start_DHT_next=1'b0;
                counter_next=0;
                recivedTimes_next=0;
                if(i_start) begin
                    next=MCU_LOW;
                    o_tOut_next=0;
                    start_DHT_next=1;
                end        
            end
            MCU_LOW: begin
                led_mode=3'b001;
                start_DHT_next=1'b0;
                io_oe_next=1'b1;
                n_mcu=1'b0;
                if(tick_1ms) begin
                    if(counter_reg == MCU_LOW_CNT -1) begin
                        counter_next=0;
                        next= MCU_HIGH;
                    end else begin
                        counter_next=counter_reg+1;
                    end
                end
            end 
            MCU_HIGH: begin    
                n_mcu=1'b1;
                led_mode=3'b010;
                if(tick_1us) begin
                    if(counter_reg == MCU_HIGH_CNT -1) begin
                        io_oe_next = 1'b0;
                        next=WAIT;
                        counter_next=0;
                    end else begin
                        counter_next = counter_reg +1;
                    end
                end
            end
            WAIT: begin
                led_mode=3'b100;
                if(tick_1us &!io_dht) begin
                    next=SYNC_LOW;
                end
            end
            SYNC_LOW: begin
                led_mode=3'b101;
                if(tick_1us &io_dht) begin
                    next=SYNC_HIGH;
                end
            end
            SYNC_HIGH: begin
                led_mode=3'b110;
                if(tick_1us & !io_dht) begin
                    next=DATA_SYNC;
                end
            end
            DATA_SYNC: begin
                led_mode=3'b111;
                counter_next=0;
                if(tick_1us) begin
                    if(io_dht) begin
                        next = DATA_H; 
                        timeOut_next=0;
                    end else begin
                        if(timeOut_reg == TIME_OUT-1) begin
                            next=IDLE;
                            timeOut_next=0;
                            o_tOut_next=1'b1;
                        end else begin
                            timeOut_next=timeOut_reg+1;
                        end
                    end
                end
            end
            DATA_H: begin
                if(tick_1us) begin
                    if(!io_dht) begin
                        next=DATA_L;
                    end else begin
                        counter_next=counter_reg+1;
                        if(timeOut_next ==TIME_OUT-1) begin
                            next=IDLE;
                            timeOut_next=0;
                            counter_next=0;
                            o_tOut_next=1'b1;
                        end else begin
                            timeOut_next=timeOut_reg+1;
                        end
                    end
                end
            end
            DATA_L: begin
                if(counter_reg > DATA_LOW) begin
                    dht_next[DHT_OUT-recivedTimes_reg-1]=1'b1;
                end else begin
                    dht_next[DHT_OUT- recivedTimes_reg-1]=1'b0;
                end
                if(recivedTimes_reg == RECEIVED_TIME-1) begin
                    recivedTimes_next=0;
                    next=DONE;
                    counter_next=0;
                    timeOut_next=0;
                end else begin
                    next=DATA_SYNC;
                    counter_next=0;
                    recivedTimes_next=recivedTimes_reg+1;
                    timeOut_next=0;
                end                
            end
            DONE: begin
                led_mode=3'b110;
                if(!io_dht & tick_1us) begin
                    next=STOP;
                    done_next=1'b1;
                end
            end
            STOP: begin
                led_mode=3'b111;
                done_next=1'b0;
                if(go_IDLE_reg) begin
                    next=IDLE;
                end
            end
        endcase
    end
    always @(*) begin
        time_next=time_state;
        time_10s_next=time_10s_reg;
        go_IDLE_next=go_IDLE_reg;
        case(time_state)
            IDLE: begin
                go_IDLE_next=1'b0;
                if(start_DHT) begin
                    time_next=WAIT_10s;
                end
            end
            WAIT_10s: begin
                if(tick_1ms) begin
                    if(time_10s_reg == CNT_10s-1) begin
                        time_10s_next=0;
                        time_next=DONE_10s;
                    end else begin
                        time_10s_next=time_10s_reg+1;
                    end
                end
                if(o_tOut_reg) begin
                    time_next=IDLE;
                end
            end
            DONE_10s: begin
                go_IDLE_next=1'b1;
                time_next=IDLE;
            end
        endcase
    end
endmodule
module tick_gen #(
    parameter TICK = 100_000,
    parameter CLK_FREQ = 100_000_000
)(
    input clk,
    input rst,
    output o_tick
);
parameter TICK_FREQ = CLK_FREQ / TICK;
reg [$clog2(TICK_FREQ)-1:0] count_reg, count_next;
reg tick_reg, tick_next;
assign o_tick = tick_reg;
always @(posedge clk or posedge rst) begin
    if(rst) begin
        count_reg <=0;
        tick_reg <=0;
    end else begin
        count_reg <= count_next;
        tick_reg <= tick_next;
    end
end
always @(*) begin
    count_next = count_reg;
    tick_next = 1'b0;
    if(count_reg == TICK_FREQ -1) begin
        tick_next=1'b1;
        count_next=0;
    end else begin
        count_next=count_reg +1;
    end
end
endmodule
==> impl.org <==
#+TITLE: Flow metrics

** Clock tree
- Number of buffers added for setup after CTS :: 0
- CTS sink cnt :: 160
- Number of buffers created by CTS :: 17
- CTS Buffer Depth :: 2
- CTS H-tree lvls :: 4
- CTS resizes :: 0
- After clock tree synthesis, the flow added hold-fix buffers numbering 0.
- CTS placed an instance of sky130_fd_sc_hd__clkbuf_16 at the clock tree root.

** Placement
- Per the gpl log, the routability congestion estimate is 0.917.
- Final HPWL DP :: 14700 um
- Once placement completed, the tool counted placed cells totaling 1290.
- Input and output buffers added on the ports amount to 44.
- DP Area :: 10500 um^2
- OpenSTA, run right after detailed placement, puts the worst setup slack at 0.104 ns.

** Logic synthesis
- For this run, the register share of the synthesized area comes to 42.2%.
- Counting flops and latches in the post-synthesis netlist gives 160.
- Number of cells produced by synthesis :: 926
- Of the post-synthesis cell area, the dominant cell type holds 41.4%.
- Dividing the synthesized area by the synthesized cell count gives 10.2 um^2.
- Yosys Chip Area :: 9490 um^2
- Top post-synthesis cells by area :: sky130_fd_sc_hd__dfrtp_1, sky130_fd_sc_hd__mux2_2, sky130_fd_sc_hd__ha_1
- Count of cell types in the netlist :: 86
- Per the synthesis report, the dominant area consumer among library cells is sky130_fd_sc_hd__dfrtp_1.
- Number of enable flip-flop cells :: 0
- After synthesis the cells add up to 9490 um^2.
- Asr flop ratio synth :: 100%
- YS warnings :: 9
- After synthesis, the design contains 926 cells according to Yosys.
- For this run, the leading register cell type out of synthesis is sky130_fd_sc_hd__dfrtp_1.

** Outcome
- Run-stopping error :: [error] [KeplerFormal.cpp:679] Workflow failed: Iso has multiple drivers: .io_dht0, io_dht$_DFFE_PP1P_.Q0
- The run ended at clock tree synthesis (4_1_cts).
- The flow did not finish.

** Floorplanning
- In this run the count of I/O pins placed on the die edge is 49.
- The die is 156 um tall.
- Die width :: 156 um
- After floorplanning, the core was divided into 55 placement rows.
- Once the floorplan was initialized, standard cells occupied 41.4% of the core.
-- cells by family after synthesis --
| logic type | after synthesis | synth area share (%) |
|---|---|---|
| and+or+nand+nor | 349 | 20.2 |
| AOI/OAI and AO/OA | 160 | 11.9 |
| DFF | 160 | 42.2 |
| muxes | 86 | 10.2 |
| buffers and inverters | 71 | 3.09 |
| xor gates and xnor gates | 61 | 6.05 |
| adders and majority gates | 39 | 6.25 |
-- synthesized netlist by cell type (6+ instances only) --
| cell | n |
|---|---|
| sky130_fd_sc_hd__nor2b_1 | 9 |
| sky130_fd_sc_hd__ha_1 | 25 |
| sky130_fd_sc_hd__dfrtp_1 | 157 |
| sky130_fd_sc_hd__nand2b_1 | 11 |
| sky130_fd_sc_hd__clkbuf_1 | 29 |
| sky130_fd_sc_hd__xor2_1 | 23 |
| sky130_fd_sc_hd__nand4_1 | 18 |
| sky130_fd_sc_hd__nor4_1 | 9 |
| sky130_fd_sc_hd__o31ai_1 | 6 |
| sky130_fd_sc_hd__nand4b_1 | 6 |
| sky130_fd_sc_hd__xnor2_1 | 35 |
| sky130_fd_sc_hd__mux2_2 | 58 |
| sky130_fd_sc_hd__a21oi_1 | 29 |
| sky130_fd_sc_hd__inv_1 | 23 |
| sky130_fd_sc_hd__o211ai_1 | 13 |
| sky130_fd_sc_hd__and3_1 | 16 |
| sky130_fd_sc_hd__and2_1 | 9 |
| sky130_fd_sc_hd__mux2_1 | 23 |
| sky130_fd_sc_hd__nor3_1 | 57 |
| sky130_fd_sc_hd__o2111ai_1 | 7 |
| sky130_fd_sc_hd__or3_1 | 6 |
| sky130_fd_sc_hd__nor2_1 | 60 |
| sky130_fd_sc_hd__buf_2 | 11 |
| sky130_fd_sc_hd__a31oi_1 | 6 |
| sky130_fd_sc_hd__o21ai_0 | 37 |
| sky130_fd_sc_hd__nand2_1 | 65 |
| sky130_fd_sc_hd__nand3_1 | 37 |
| sky130_fd_sc_hd__a21o_1 | 12 |
| sky130_fd_sc_hd__fa_1 | 14 |
-- per-stage QoR --
stage          total power (W)  hold slack (ns)
3_3_place_gp           0.00156            0.443
3_5_place_dp           0.00157            0.445
2_1_floorplan          0.00151            0.412
Power figures rest on the tool's default switching activity, not on a simulated workload.
